==> /design/flow/design.v <==
`timescale 1ns/1ps  
module Register_4b_RTL 
(
  (* keep=1 *) input  logic       clk,
  (* keep=1 *) input  logic       en,
  (* keep=1 *) input  logic [3:0] d,
  (* keep=1 *) output logic [3:0] q
);
    always_ff @(posedge clk) begin
        if (en)
            q <= d;
    end
endmodule
`timescale 1ns/1ps  
module Register_30b_RTL 
(
  (* keep=1 *) input  logic       clk,
  (* keep=1 *) input  logic [29:0] d,
  (* keep=1 *) output logic [29:0] q
);
    always_ff @(posedge clk) begin
      q <= d;
    end
endmodule
`timescale 1ns/1ps  
module ClockDivider_RTL
(
  input logic clk_in,
  input logic [3:0] btn,
  output logic clk_out
);
    localparam STATE_S0 = 30'b011101110011010110010100000000;  
    localparam STATE_S1 = 30'b001110111001101011001010000000;  
    localparam STATE_S2 = 30'b000111011100110101100101000000;  
    localparam STATE_S3 = 30'b000011101110011010110010100000;  
    localparam STATE_S4 = 30'b000001110111001101011001010000;  
    localparam STATE_S5 = 30'b000000111011100110101100101000;  
    localparam STATE_S6 = 30'b000000011101110011010110010100;  
    localparam STATE_S7 = 30'b000000001110111001101011001010;  
    localparam STATE_S8 = 30'b000000000111011100110101100101;  
    logic [29:0] state;
    logic [29:0] state_next;
    logic btn3, btn2, btn1, btn0;
    assign btn3 = btn[3];
    assign btn2 = btn[2];
    assign btn1 = btn[1];
    assign btn0 = btn[0];
    Register_30b_RTL state_reg
    (
        .clk(btn3 | btn2 | btn1 | btn0),
        .q (state),
        .d (state_next)
    );
    always_comb begin
        if (btn3) begin
            case (state)
                STATE_S0 : state_next = STATE_S7;
                STATE_S1 : state_next = STATE_S8;
                STATE_S2 : state_next = STATE_S0;
                STATE_S3 : state_next = STATE_S1;
                STATE_S4 : state_next = STATE_S2;
                STATE_S5 : state_next = STATE_S3;
                STATE_S6 : state_next = STATE_S4;
                STATE_S7 : state_next = STATE_S5;
                STATE_S8 : state_next = STATE_S6;
                default : state_next = STATE_S7;
            endcase
        end else begin
            if (btn2) begin
                case (state)
                    STATE_S0 : state_next = STATE_S8;
                    STATE_S1 : state_next = STATE_S0;
                    STATE_S2 : state_next = STATE_S1;
                    STATE_S3 : state_next = STATE_S2;
                    STATE_S4 : state_next = STATE_S3;
                    STATE_S5 : state_next = STATE_S4;
                    STATE_S6 : state_next = STATE_S5;
                    STATE_S7 : state_next = STATE_S6;
                    STATE_S8 : state_next = STATE_S7;
                    default : state_next = STATE_S8;
                endcase
            end else begin
                if (btn1) begin
                    case (state)
                        STATE_S0 : state_next = STATE_S1;
                        STATE_S1 : state_next = STATE_S2;
                        STATE_S2 : state_next = STATE_S3;
                        STATE_S3 : state_next = STATE_S4;
                        STATE_S4 : state_next = STATE_S5;
                        STATE_S5 : state_next = STATE_S6;
                        STATE_S6 : state_next = STATE_S7;
                        STATE_S7 : state_next = STATE_S8;
                        STATE_S8 : state_next = STATE_S0;
                        default : state_next = STATE_S1;
                    endcase
                end else begin
                    if (btn0) begin
                        case (state)
                            STATE_S0 : state_next = STATE_S2;
                            STATE_S1 : state_next = STATE_S3;
                            STATE_S2 : state_next = STATE_S4;
                            STATE_S3 : state_next = STATE_S5;
                            STATE_S4 : state_next = STATE_S6;
                            STATE_S5 : state_next = STATE_S7;
                            STATE_S6 : state_next = STATE_S8;
                            STATE_S7 : state_next = STATE_S0;
                            STATE_S8 : state_next = STATE_S1;
                            default : state_next = STATE_S2;
                        endcase
                    end else begin
                        casez (state)
                            default: state_next = STATE_S0;
                        endcase
                    end
                end
            end
        end
    end
    logic [29:0] counter;
    always_ff @(posedge clk_in) begin
        if (counter < state) begin
            counter <= counter + 30'b000000000000000000000000000001;
            clk_out <= 1'b0;
        end else begin
            counter <= 30'b000000000000000000000000000001;
            clk_out <= 1'b1;  
        end
    end
endmodule
`timescale 1ns/1ps  
module fsm1_RTL
(
    input logic clk,
    input logic [1:0] sw, 
    input logic [3:0] btn,
    output logic [3:0] led
);
    localparam STATE_S0 = 4'b0000;
    localparam STATE_S1 = 4'b1000;
    localparam STATE_S2 = 4'b1100;
    localparam STATE_S3 = 4'b1110;
    localparam STATE_S4 = 4'b1111;
    localparam STATE_S5 = 4'b0111;
    localparam STATE_S6 = 4'b0011;
    localparam STATE_S7 = 4'b0001;
    logic clk_out;
    ClockDivider_RTL clockdivider 
    (
        .clk_in (clk),
        .btn (btn),
        .clk_out (clk_out)
    );
    logic [3:0] state;
    logic [3:0] state_next;
    Register_4b_RTL state_reg
    (
        .clk (clk_out),
        .en (~sw[1]),
        .q (state),
        .d (state_next)
    );
    always_comb begin
        case (state)
            STATE_S0 : state_next = STATE_S1;
            STATE_S1 : state_next = STATE_S2;
            STATE_S2 : state_next = STATE_S3;
            STATE_S3 : state_next = STATE_S4;
            STATE_S4 : state_next = STATE_S5;
            STATE_S5 : state_next = STATE_S6;
            STATE_S6 : state_next = STATE_S7;
            STATE_S7 : state_next = STATE_S0;
            default : state_next = STATE_S0;
        endcase
    end
    logic sw0;
    assign sw0 = sw[0];
    always_comb begin
        if (sw0 == 1'b1) led = state;
        else led = STATE_S0;
    end
endmodule
==> /design/flow/run.sh <==
#!/bin/bash
# OpenROAD 26Q1-2900-gdf79404cd8, Yosys 0.63+post, stock flow scripts
make -C /OpenROAD-flow-scripts/flow DESIGN_CONFIG=/design/flow/config.mk WORK_HOME=/design/flow/orfs finish
==> /design/flow/config.mk <==
export PLATFORM = sky130hd
export DESIGN_NAME = fsm1_RTL
export DESIGN_NICKNAME = fsm1_RTL
export VERILOG_FILES = /design/flow/design.v
export SDC_FILE = /design/flow/constraint.sdc
export NUM_CORES = 4
export LEC_CHECK = 1
export CORE_UTILIZATION = 40
==> /design/flow/constraint.sdc <==
current_design fsm1_RTL

set clk_period 6.4
set clk_io_pct 0.2

create_clock -name clk0 -period $clk_period [get_ports {clk}]

set non_clock_inputs [all_inputs -no_clocks]
set_input_delay [expr $clk_period * $clk_io_pct] -clock clk0 $non_clock_inputs
set_output_delay [expr $clk_period * $clk_io_pct] -clock clk0 [all_outputs]
==> results.py <==
# Generated from Yosys and OpenROAD reports
metrics = {
    "sta": {
        "drv_slew": 0,
        "finalSetupViolCount": 0,
        "unclocked_pins": 33,
        "grt_setup_unrepaired": "false",
        "min_period_ps": 3619,
        "finalHoldViolCount": 0,
        "fin_ws_ps": 2781,
        "tightest_slew_ps": 961.4,
        "finalClockSkew_ps": 2.763,
        "relSlewSlack": 0.3531,
        "setup_tns_ps": 0,
        "clock.fmax_ghz": 0.2763,
        "untimed_endpoints": 37,
        "period_used_share": 0.5655,
    },
    "floorplan": {
        "die_h_um": 112.4,
        "ios": 11,
        "fp_util": 0.4183,
        "rows": 39,
        "coreArea_um2": 11660,
        "die_area_um2": 12640,
        "fp.dieW_um": 112.4,
    },
    "clocking": {
        "postCtsSetupBuffers": 0,
        "clock_latency_ps": 270,
        "cts_root_buf": "clkbuf_16",
        "ctsLongestPathBuffers": 2,
        "numCtsBuffers": 5,
        "ctsHoldBuffers": 0,
        "path_clk_slew_ps": 50,
        "cts_tree": "built",
        "h-tree-depth": 2,
        "post_cts_resized": 0,
    },
    "routing": {
        "first_iter_violations": 398,
        "postRouteAntennaNets": 0,
        "firstDrtPassIters": 5,
        "antennaDiodeCount": 0,
        "post_drt_wl_per_cell_um": 20.44,
        "finalWirelength_um": 15860,
        "vias": 4885,
        "via_per_inst": 6.295,
        "drc": 0,
    },
    "worst_setup_path": {
        "startpoint_type": "input pin",
        "path_class": "input pin to output pin",
        "cp_slowest_cell": "clkdlybuf4s50_1",
        "crit_top_cell": "clkdlybuf4s50_1",
        "slowest_delay_ps": 490,
        "regToRegStartpoint": "clockdivider.counter[15]",
        "r2r_slack_ps": 3930,
        "worst-path-max-fanout": 4,
        "crit_required_ps": 5120,
        "rr_endpoint": "clockdivider.counter[24]",
        "end_kind": "output pin",
        "crit_chain": "clkdlybuf4s50_1, and2_1, clkdlybuf4s50_1",
        "critPathArrivalTime_ps": 2340,
        "ff2ff_path_depth": 10,
    },
    "place": {
        "dp_hpwl_um": 12280,
        "placement.io_buffers": 10,
        "place_congestion": 0.9582,
        "place_ws_ps": 2767,
    },
    "worst_hold_path": {
        "hold_class": "register to register",
        "whs_path_depth": 1,
        "hold_path_end": "clockdivider.counter[0]",
        "min_from": "clockdivider.counter[0]",
    },
    "synthesis": {
        "postSynthAreaPerCell_um2": 7.707,
        "syn_inst": 633,
        "mappedNetlistArea_um2": 4878,
        "ys_warn_count": 4,
    },
    "grt": {
        "overflow": 0,
        "grt_util_met2": 0.3867,
        "grt.total_usage": 0.2650,
        "grt_pass1_wl_um": 25610,
        "antenna_found_initial": 0,
        "met1_usage": 0.4207,
        "use_met3": 0.03687,
        "grt_max_degree": 44,
        "grt_pass1_vias": 4620,
        "gr-max-usage-layer": "met1",
    },
    "power": {
        "powerDensity_nw_per_um2": 93.55,
        "p_leak_nw": 2.246,
        "ir_drop_v": 0.0001228,
    },
    "finish": {
        "drive_gt1_frac": 0.06003,
        "syn2layout_area_growth_pct": 6.950,
    },
    "job": {
        "warnings": 25,
        "maxCapViolCount": 0,
    },
    "outcome": {
        "status": "finished clean",
    },
}
==> registers in the layout, indices dropped and copies added (netlist names) <==
register	cells
state_reg.q	4
clockdivider.counter	30
clockdivider.clk_out	1
clockdivider.state_reg.q	29
==> worst max path at each step <==
stage         slack (ps)  start  cells past startpoint      to
CTS                 2770  sw[0]                      3  led[1]
global route        2710  sw[0]                      3  led[0]
finish              2780  sw[0]                      3  led[2]
==> critical path, delay by kind of cell <==
family / cells / cell delay, ps
and+or+nand+nor: 1 / 120
buffers and inverters: 2 / 940
==> power by group <==
part	total [W]	switching [W]	internal, W	leakage (nW)
clock network	0.000224	0.0000731	0.000151	0.0727
registers	0.000206	0.00000465	0.000201	0.534
logic	0.0000583	0.0000368	0.0000215	1.64
total	0.000488	0.000114	0.000374	2.25
==> metal layers <==
layer  vias to the layer above  routed length [um]
met3                        49                1362
met4                         0                 470
li1                       2345                   -
met2                       239                6574
met5                         -                   0
met1                      2252                7450
==> stage by stage <==
step | util | instance area [um^2] | instances | hold WS (ps) | total power [W]
floorplan | - | 4878 | 633 | 393.1 | 0.0002472
global placement | 0.4350 | 5074 | 769 | 409.6 | 0.0002668
detailed placement | 0.4350 | 5074 | 769 | 417.6 | 0.0002658
CTS | 0.4474 | 5218 | 776 | 428.5 | 0.0004919
global route | 0.4474 | 5218 | 776 | 454.7 | 0.0005102
finish | 0.4474 | 5218 | 776 | 423.5 | 0.0004881
==> cell usage in the layout (no fill, tap or decap), types with 10 or more instances in the layout <==
cell type         n
ha_1             29
nor4_1           17
clkdlybuf4s50_1  10
xor2_1           15
xnor2_1          12
nand3_1          30
nand4_1          28
inv_1            40
or4_1            12
o21ai_0          28
nor2b_1          12
nor3_1           19
nor2_1           63
and3_1           11
a21oi_1          32
a21o_1           13
dfxtp_1          60
nand2_1          56
==> layout make-up <==
| type | count | area (um^2) |
|---|---|---|
| clock inverter | 1 | 5.005 |
| clock buffer | 6 | 138.9 |
| inverter | 40 | 150.1 |
| fill | 1151 | 6445 |
| sequential | 64 | 1321 |
| tap | 143 | 178.9 |
| timing repair buffer | 19 | 167.7 |
| multi-input combinational | 503 | 3256 |
Power and IR drop assume default switching activity.
